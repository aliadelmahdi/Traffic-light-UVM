## flow/run.sh

```bash
#!/bin/bash
# OpenROAD 26Q1-2900-gdf79404cd8, Yosys 0.63+post, stock flow scripts
make -C /OpenROAD-flow-scripts/flow DESIGN_CONFIG=/design/flow/config.mk WORK_HOME=/design/flow/orfs finish
```

## flow/config.mk

```make
export PLATFORM = sky130hd
export DESIGN_NAME = traffic_light
export DESIGN_NICKNAME = traffic_light
export VERILOG_FILES = /design/flow/design.v
export SDC_FILE = /design/flow/constraint.sdc
export NUM_CORES = 4
export LEC_CHECK = 1
export CORE_AREA = 10 10 70 70
export DIE_AREA = 0 0 80 80
```

## flow/constraint.sdc

```tcl
current_design traffic_light

set clk_period 1.6
set clk_io_pct 0.2

create_clock -name clk0 -period $clk_period [get_ports {clk}]

set non_clock_inputs [all_inputs -no_clocks]
set_input_delay [expr $clk_period * $clk_io_pct] -clock clk0 $non_clock_inputs
set_output_delay [expr $clk_period * $clk_io_pct] -clock clk0 [all_outputs]
```

## flow/design.v

```verilog
package shared_pkg;
   typedef enum logic [1:0]  {RED,YELLOW,GREEN} colors;
   typedef enum logic [3:0] {
        CYCLE_0,
        CYCLE_1,
        CYCLE_2,
        CYCLE_3,
        CYCLE_4,
        CYCLE_5,
        CYCLE_6,
        CYCLE_7,
        CYCLE_8,
        CYCLE_9,
        CYCLE_10,
        CYCLE_11,
        CYCLE_12
    } state_e;
    typedef enum logic {
        NO_CARS = 0,
        CARS = 1
    } sensor_state_e;
    typedef  enum logic {
        OFF = 0,
        ON = 1
    } light_state_e;
endpackage
module traffic_light (
    input clk,rst,
    input Sa,
    input Sb,
    output Ra,
    output Rb,
    output Ga,
    output Gb, 
    output Ya,
    output Yb
);
    reg Ra_tmp;
    reg Rb_tmp;
    reg Ga_tmp;
    reg Gb_tmp;
    reg Ya_tmp;
    reg Yb_tmp;
    reg [3:0] state;
    reg [3:0] nextstate;
    parameter [1:0] R = 0;
    parameter [1:0] Y = 1;
    parameter [1:0] G = 2;
    assign Ra = Ra_tmp;
    assign Rb = Rb_tmp;
    assign Ga = Ga_tmp;
    assign Gb = Gb_tmp;
    assign Ya = Ya_tmp;
    assign Yb = Yb_tmp;
    always @(*) begin
        Ra_tmp = 1'b0;
        Rb_tmp = 1'b0;
        Ga_tmp = 1'b0;
        Gb_tmp = 1'b0;
        Ya_tmp = 1'b0;
        Yb_tmp = 1'b0;
        nextstate = 0;
        case (state)
            0, 1, 2, 3, 4: begin
                Ga_tmp = 1'b1;
                Rb_tmp = 1'b1;
                nextstate = state + 1;
            end
            5: begin
                Ga_tmp = 1'b1;
                Rb_tmp = 1'b1;
                if (Sb == 1'b1)
                    nextstate = 6;
                else
                    nextstate = 5;
            end
            6: begin
                Ya_tmp = 1'b1;
                Rb_tmp = 1'b1;
                nextstate = 7;
            end
            7, 8, 9, 10: begin
                Ra_tmp = 1'b1;
                Gb_tmp = 1'b1;
                nextstate = state + 1;
            end
            11: begin
                Ra_tmp = 1'b1;
                Gb_tmp = 1'b1;
                if (Sa == 1'b1 | Sb == 1'b0)
                    nextstate = 12;
                else
                    nextstate = 11;
            end
            12: begin
                Ra_tmp = 1'b1;
                Yb_tmp = 1'b1;
                nextstate = 0;
            end
        endcase
    end
    always @(posedge clk or posedge rst) begin
        if(rst)
        state <= 0;
        else
        state <= nextstate;
    end
endmodule
```

==> job_summary.md <==
### Metrics collected by this job

| Metric | Value |
|---|---|
| Count leader, synth | inv_1 |
| PortBufs | 9 |
| Die width | 80 um |
| Slew headroom | 0.796 |
| Gate power share | 0.788 |
| Post-synth ARST share | 1.00 |
| Design Area, Final | 853 um2 |
| GR peak layer | met2 |
| Synth-to-layout area growth | 103% |
| Vias in the first global route | 492 |
| Pin count of the biggest net entering global routing | 10 |
| Number of core rows | 21 |
| Fmax | 565 MHz |
| Worst endpoint required time | 1280 ps |
| Reg2reg path depth | 7 |
| Setup Skew | 0.434 ps |
| Core ar. | 3420 um2 |
| Clock latency (worst-skew pair) | 230 ps |
| Period utilisation layout | 1.11 |
| Endpoints failing setup | 6 |
| Failing checks | negative setup slack |
| FF+latch count, synth | 4 |
| Setup crit end kind | primary output |
| Top_reg_cell synth | dfrtp_1 |
| Layout cell share with drive strength beyond 1 | 0.667 |
| Max-slew violations | 0 |
| Die area | 6400 um2 |
| Number of enable flip-flop cells | 0 |
| Drt pass-1 iters | 4 |
| Seq share, synth | 0.238 |
| Critical path's slowest cell | dfrtp_2 |
| Simple-gate portion of the synthesized area | 0.232 |
| Aoi share | 0.310 |
| GR Overflow Total | 0 |
| Die H | 80 um |
| Adder share | 0.119 |
| Ys Warns | 1 |
| CTS tree | done |
| GRT Overall Usage | 0.0397 |
| CP Launch Type | flop |
| RR Startpoint | state[1]$_DFF_PP0_ |
| Int Pwr | 1150 uW |
| P_leak | 0.000362 uW |
| RSZ-0062 raised after global routing | true |
| Largest logic family | AND-OR/OR-AND gates |
| Tool warnings | 30 |
| Clk buf depth | 2 |
| Post-route DRC | 0 |
| Largest registers | state (4) |
| Setup crit start | state[0]$_DFF_PP0_ |
| Delay-heaviest family, CP | flip-flops |
| Max Cap Viol | 0 |
| Yosys top cell by area | dfrtp_1 |
| Final Hold Fails | 0 |
| First-pass GRT wire length | 2.19 mm |
| H-tree levels | 1 |
| Netlist cell types | 29 |
| Flop pwr share | 0.149 |
| Met2 Use GR | 0.0626 |
| Mapped Avg Cell Area | 8.58 um2 |
| Max FFs per register | 4 |
| P_sw | 756 uW |
| Antenna violations before repair | 0 |
| Met3 GRT Util | 0.00795 |
| Clock slew at reported path FFs | 40 ps |
| Post-route setup slack | -170 ps |
| Most frequent cells after synthesis | 5 x inv_1, 4 x a21oi_1, 4 x dfrtp_1, 4 x ha_1 |
| Hold Crit Class | in2async |
| HPWL after DPL | 946 um |
| CTS buffer count | 3 |
| GP Congestion | 0.886 |
| Critical Path Stages | 5 |
| Clock share of power | 0.063 |
| Vias per inst | 3.93 |
| Yosys cell count | 49 |
| Peak VDD IR | 0.000458 V |
| Largest Register | state |
| YS chip area | 420 um2 |
| Placed inst area | 672 um2 |
| Antenna Cells | 0 |
| Critical path class | reg2out |
| Final critical-path required period | 1770 ps |
| Fin cells | 127 |
| Worst Path Arrival | 1450 ps |
| I/O pins | 10 |
| Top-area cell type share of the netlist area | 0.238 |
| Syn Inst Count | 49 |
| Pre-Place Util | 0.123 |
| Sink Count | 4 |
| Critical path fanouts, max | 4 |
| Number of DRC markers in iteration 0 | 51 |
| Slowest stage delay, CP | 440 ps |
| XOR/XNOR Fraction of Synth Area | 0 |
| Pwr Density | 2230 nW/um2 |
| Worst slew pin tran | 304 ps |
| Setup TNS | -569 ps |
| Critical path, cell by cell | inv_4 -> ha_4 -> and3b_2 -> or2_1 -> buf_2 |
| Dpl cells | 118 |
| Vias | 499 |
| Sw frac | 0.397 |
| Post-CTS Hold Fix Bufs | 0 |
| Status | finished, violations left |
| DRT antenna net count | 0 |
| Mux share | 0 |
| Synthesized area | 420 um2 |
| Met1 Track Usage GR | 0.0521 |
| Root Buffer | clkbuf_4 |
| Crit path buffers/inverters | 2 |
| Post-DR wirelength/cell | 10.8 um |
| Hold_ws | 277 ps |
| Top cells by area | dfrtp_1 24%, ha_1 12%, a31oi_4 5.1% |
| Detailed Route WL | 1.37 mm |
## kinds of logic after synthesis
group / after synthesis
compound gates: 16
fa+ha+maj: 4
buf+inv: 8
flops: 4
simple gates: 17
## through the flow
stage / setup WS [ps] / utilization / total power [uW]
2_1_floorplan: 132 / - / 757
5_1_grt: -256 / 0.250 / 2060
6_report: -170 / 0.250 / 1900
3_3_place_gp: -267 / 0.197 / 1310
4_1_cts: -205 / 0.226 / 1620
3_5_place_dp: -293 / 0.197 / 1310
## layer usage
metal,part of all wire,vias up
li1,-,243
met1,0.44,241
met2,0.48,13
met3,0.056,2
met4,0.020,0
met5,0,-
## final timing paths
kind,slack (ps),endpoint
worst max-delay path,-170,Rb
worst min-delay path,280,state[2]$_DFF_PP0_
worst max register to register,-60,state[2]$_DFF_PP0_
worst min register to register,630,state[2]$_DFF_PP0_
max in group asynchronous,1160,state[0]$_DFF_PP0_
min in group clk0,630,state[2]$_DFF_PP0_
## power groups by stage
| stage | clock [uW] | sequential (uW) | combinational [uW] |
|---|---|---|---|
| CTS | 128 | 275 | 1220 |
| global route | 136 | 293 | 1630 |
| finish | 120 | 283 | 1500 |
## layout make-up
type / count / area, um2
sequential: 4 / 104
clock buffer: 3 / 22.5
fill: 361 / 2560
multi-input combinational: 37 / 378
tap: 46 / 57.6
inverter: 5 / 26.3
timing repair buffer: 32 / 265
## layout by cell type, fill, tap and decap left out, types with 2 or more instances in the layout
cell type and n:
a21oi_1 2, nand2_1 3, clkbuf_4 3, nor2_2 3, dfrtp_2 3, and2b_1 2, a21oi_2 2, buf_6 8
clkdlybuf4s50_1 3, o31ai_1 2, buf_2 4, inv_1 2, buf_4 16, inv_4 3, ha_4 4
## what timing repair did
item	4_1_cts	5_1_grt
buffers inserted	3	3
hold endpoints to repair	0	0
resized	37	16
pin swaps	12	6
setup endpoints to repair	8	9
No activity file was given, so power comes from the tool's default toggle rates.
